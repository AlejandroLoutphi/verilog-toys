$ cat ./design.v
module cl_adder #(
    parameter Width = 4
) (
    input [Width-1 : 0] a_i,
    input [Width-1 : 0] b_i,
    output [Width-1 : 0] result_o,
    output carry_o
);
  genvar width_c;
  wire [Width-1 : 0] gen_carry;
  wire [Width-1 : 0] prop_carry;
  assign gen_carry  = a_i & b_i;
  assign prop_carry = a_i | b_i;
  wire [Width-1 : 0] has_carry;
  assign has_carry[0] = gen_carry[0];
  assign result_o[0] = a_i[0] ^ b_i[0];
  assign carry_o = has_carry[Width-1];
  generate
    for (width_c = 1; width_c < Width; width_c = width_c + 1) begin : g_adder
      assign result_o[width_c] = a_i[width_c] ^ b_i[width_c] ^ has_carry[width_c-1];
      assign has_carry[width_c] = gen_carry[width_c] | (has_carry[width_c-1] & prop_carry[width_c]);
    end
  endgenerate
endmodule
$ cat ./run.sh
#!/bin/bash
# OpenROAD 26Q1-2900-gdf79404cd8, Yosys 0.63+post, stock flow scripts
make -C /OpenROAD-flow-scripts/flow DESIGN_CONFIG=/design/flow/config.mk WORK_HOME=/design/flow/orfs finish
$ cat ./config.mk
export PLATFORM = sky130hd
export DESIGN_NAME = cl_adder
export DESIGN_NICKNAME = cl_adder
export VERILOG_FILES = /design/flow/design.v
export SDC_FILE = /design/flow/constraint.sdc
export NUM_CORES = 4
export LEC_CHECK = 1
export CORE_AREA = 10 10 70 70
export DIE_AREA = 0 0 80 80
$ cat ./constraint.sdc
current_design cl_adder

set clk_period 1.7
set clk_io_pct 0.2

create_clock -name clk0 -period $clk_period

set non_clock_inputs [all_inputs -no_clocks]
set_input_delay [expr $clk_period * $clk_io_pct] -clock clk0 $non_clock_inputs
set_output_delay [expr $clk_period * $clk_io_pct] -clock clk0 [all_outputs]
==> results.py <==
# Metrics from the implementation run
metrics = {
    "status": {
        "outcome": "finished, violations left",
        "failed_checks": "setup timing",
    },
    "grt": {
        "grtUsageMet1": 0.0160,
        "gr-usage-all-layers": 0.0116,
        "global_route.usage.met3": 0.00227,
        "grt_overflow_total": 0,
        "first_global_vias": 123,
        "global_route.usage.met2": 0.0193,
        "grt_start_max_net_pins": 2,
        "antenna_violations_before_repair": 0,
        "global_route_wire_length_before_repair_um": 593,
        "top_usage_layer": "met2",
    },
    "cells_and_area": {
        "growth_of_design_area_from_synthesis_to_finish_pct": 168,
        "flop_area_um2": 0,
        "drive_above_1_share": 0.519,
        "final_layout_top_logic_cells": "5 x sky130_fd_sc_hd__inv_2, 5 x sky130_fd_sc_hd__inv_1, 5 x sky130_fd_sc_hd__clkdlybuf4s50_1",
        "logic_area_um2": 90.1,
        "layout.clock_buffers": 0,
        "nFillCells": 413,
        "sequential_cell_total": 0,
    },
    "pwr": {
        "switching_share": 0.339,
        "ir_drop_v": 0.0000468,
        "report.power.total_mw": 0.0620,
        "p_comb_frac": 1.000,
        "power_frac_clock": 0,
        "internal_power_mw": 0.0410,
        "net-switching-power_mw": 0.0210,
        "power_frac_seq": 0,
        "p_leak_nw": 0.133,
        "powerDensity_mw_per_mm2": 210,
    },
    "route": {
        "post-route-drc-count": 0,
        "detailroute.via_count": 112,
        "detail_route.vias_per_cell": 1.53,
        "drt_wl_total_um": 386,
        "antenna_diode_count": 0,
        "drt_first_pass_iters": 1,
        "detail_route.wl_per_cell_um": 5.29,
        "postRouteAntennaNets": 0,
        "drtIter0Drc": 0,
    },
    "sta": {
        "slew_headroom": 0.936,
        "setup_viol": 3,
        "fin_ws_ps": -415,
        "final_min_period_ps": 2110,
        "rsz0062_at_grt": "yes",
        "maxClockFrequency_mhz": 473,
        "layout_worst_path_cycle_share": 1.24,
        "slew_violations": 0,
        "fin_worst_hold_slack_ps": 1250,
        "timing.final.hold_violations": 0,
        "timing_worst_slew_pin_value_ps": 96.3,
    },
    "placed_design": {
        "dp_hpwl_um": 387,
        "buffer_ports.inserted": 13,
        "gp_congestion": 0.563,
    },
    "floorplan": {
        "placeableCoreArea_mm2": 0.00342,
        "dieWidth_um": 80,
        "die-area_mm2": 0.00640,
        "ioPinCount": 13,
        "placement_rows": 21,
        "die_height_um": 80,
        "initial_core_util": 0.0322,
    },
    "job": {
        "tool_warnings": 35,
        "max_cap_viol_count": 0,
    },
    "synth": {
        "synthDominantCellAreaShare": 0.545,
        "yosys_chip_area_um2": 110,
        "synthesis.instances": 14,
        "synth.cell_area_um2": 110,
        "yosys.cell_types.count": 3,
        "synth.yosys.warnings": 0,
        "post_synth.cell_area_avg_um2": 7.86,
        "synth_top_cell_by_area": "sky130_fd_sc_hd__fa_1",
        "topCellsByArea": "sky130_fd_sc_hd__fa_1 55%, sky130_fd_sc_hd__inv_1 34%, sky130_fd_sc_hd__ha_1 11%",
        "yosysSeqAreaShare": 0,
        "ys_cells": 14,
    },
    "worst_setup_path": {
        "timing.critical_path.required_ps": 1360,
        "timing.setup.critical_path_class": "primary input to primary output",
        "largest_fanout_on_the_critical_path": 1,
        "cp-end-kind": "primary output",
        "cp_data_arrival_time_ps": 1770,
        "critical_path.startpoint_type": "primary input",
    },
    "hold_path": {
        "hold_path_class": "primary input to primary output",
    },
    "clock_tree": {
        "cts_hold_repair.buffers": 0,
    },
}
[cells by family after synthesis]
family	Yosys count	synth area share
buffers and inverters	10	0.341
adder cells (fa/ha/maj)	4	0.659
[final timing paths]
kind | startpoint | to | slack [ps] | cells after the start
min | b_i[1] | result_o[1] | 1250 | 5
max | b_i[0] | result_o[3] | -410 | 10
[critical path, stage by stage]
cell and delay (ps):
sky130_fd_sc_hd__buf_6 70, sky130_fd_sc_hd__ha_4 120, sky130_fd_sc_hd__inv_2 30, sky130_fd_sc_hd__fa_2 320
sky130_fd_sc_hd__inv_2 60, sky130_fd_sc_hd__fa_2 190, sky130_fd_sc_hd__inv_2 40, sky130_fd_sc_hd__fa_1 470
sky130_fd_sc_hd__inv_1 40, sky130_fd_sc_hd__buf_2 100
[final cells by class]
| class | count | share of cell area |
|---|---|---|
| inverter | 10 | 0.127 |
| timing repair buffer | 13 | 0.373 |
| multi-input combinational | 4 | 0.305 |
| tap | 46 | 0.195 |
[through the flow]
step | setup WS, ps | utilization | std cells | TNS (ps) | area, µm²
2_1_floorplan | -220 | - | 14 | -320 | 115
3_3_place_gp | -1250 | 0.0886 | 73 | -4040 | 303
3_5_place_dp | -1240 | 0.0886 | 73 | -4050 | 303
4_1_cts | -510 | 0.0875 | 73 | -1200 | 299
5_1_grt | -530 | 0.0864 | 73 | -1230 | 295
6_report | -415 | 0.0864 | 73 | -942 | 295
[power by group through the flow]
stage                 combinational, mW  clock [mW]  sequential (mW)
after CTS                        0.0659           0                0
after global routing             0.0758           0                0
final                            0.0620           0                0
[routing by layer]
metal	up-vias	share of wire
met5	-	0
met4	0	0
met3	0	0.096
met2	8	0.47
met1	45	0.43
li1	59	-
[cell usage after synthesis]
master,n
sky130_fd_sc_hd__inv_1,10
sky130_fd_sc_hd__fa_1,3
sky130_fd_sc_hd__ha_1,1
[timing repair]
item	CTS	global route
pin swaps	4	3
endpoints found under the setup margin	5	4
setup buffers	0	0
gates cloned	0	0
gates resized	27	3
Power is estimated from default activity; no workload was simulated.
