==> flow/design.v <==
module cl_adder_w_cin #(
    parameter Width = 4
) (
    input [Width-1 : 0] a_i,
    input [Width-1 : 0] b_i,
    input carry_i,
    output [Width-1 : 0] result_o,
    output carry_o
);
  genvar width_c;
  wire [Width-1 : 0] gen_carry;
  wire [Width-1 : 0] prop_carry;
  assign gen_carry  = a_i & b_i;
  assign prop_carry = a_i | b_i;
  wire [Width : 0] has_carry;
  assign has_carry[0] = carry_i;
  assign carry_o = has_carry[Width];
  generate
    for (width_c = 0; width_c < Width; width_c = width_c + 1) begin : g_adder
      assign result_o[width_c] = a_i[width_c] ^ b_i[width_c] ^ has_carry[width_c];
      assign has_carry[width_c+1] = gen_carry[width_c] | (has_carry[width_c] & prop_carry[width_c]);
    end
  endgenerate
endmodule
==> flow/run.sh <==
#!/bin/bash
# OpenROAD 26Q1-2900-gdf79404cd8, Yosys 0.63+post, stock flow scripts
make -C /OpenROAD-flow-scripts/flow DESIGN_CONFIG=/design/flow/config.mk WORK_HOME=/design/flow/orfs finish
==> flow/config.mk <==
export PLATFORM = sky130hd
export DESIGN_NAME = cl_adder_w_cin
export DESIGN_NICKNAME = cl_adder_w_cin
export VERILOG_FILES = /design/flow/design.v
export SDC_FILE = /design/flow/constraint.sdc
export NUM_CORES = 4
export LEC_CHECK = 1
export CORE_AREA = 10 10 70 70
export DIE_AREA = 0 0 80 80
==> flow/constraint.sdc <==
current_design cl_adder_w_cin

set clk_period 2.8
set clk_io_pct 0.2

create_clock -name clk0 -period $clk_period

set non_clock_inputs [all_inputs -no_clocks]
set_input_delay [expr $clk_period * $clk_io_pct] -clock clk0 $non_clock_inputs
set_output_delay [expr $clk_period * $clk_io_pct] -clock clk0 [all_outputs]
==> metrics.cfg <==
[sta]
setup_slack_ps=-28.9
worst_pin_slew_ps=97.0
setup_viol=1
max_freq_ghz=0.353
drv_slew=0
grt_setup_unrepaired=true
fin_crit_ps=2830
slew_headroom=0.935
hold_viol=0
fin_crit_sh=1.01

[critical_path]
critPathKind=input pin to output port
worstPathRequired_ps=2240
startpoint_type=input pin
arrival_ps=2270
cp-end-kind=output port
crit_fanout=1

[global_routing]
grt_pass1_vias=153
antenna_found_initial=0
grt_usage=0.0141
grt_pass1_wl_um=731
grt_max_degree=2
gr-total-overflow=0

[floorplan]
die_width_um=80
rows=21
die_area_um2=6400
fp.dieH_um=80
io-pin-count=14
fp-utilization=0.0344
coreArea_um2=3420

[synth]
postSynthSeqShare=0
yosys.cell_types.count=2
synthCells=14
syn_area_per_cell_um2=8.40
yosys_warnings=0
syn_area_um2=118
yosys-stat-area_um2=118
yosys_cells=14

[drt]
dr.pass1.iters=2
post-route-drc-count=0
top_layer_used=met3
met1_length_um=240
routed_via_density=1.70
drtIter0Drc=1
drtAntennaViolNets=0
antenna_cells=0
dr_wl_met3_um=111
vias=126
avgRoutedWirePerCell_um=6.30
wl_um=466
dr_wl_met2_um=115

[hold_path]
hold_path.class=input pin to output port

[pwr]
finalPower_w=0.0000487
ir_worst_vdd_mv=0.0431
leakage_nw=0.137
powerDensity_nw_per_um2=158

[status]
status=finished with violations
violations=setup timing

[layout]
final_cells=74
nClkBuffers=0
ff_latch_area_um2=0
final_cell_mix=clkdlybuf4s50_1 (6), inv_1 (5), inv_2 (5)
drive_gt1_frac=0.500
synthToLayoutAreaGrowth_pct=163
ff_count=0
final_common_cell=clkdlybuf4s50_1

[place]
hpwlAfterDp_um=445
portBuffers=14
dp_cells=74
globalplace.congestion=0.814

[flow_run]
warnings=34
drv_cap=0

[cts]
postCtsSetupRepairBufs=0

==> repair_timing <==
action / CTS / global route
hold buffers: 0 / 0
hold endpoints to repair: 0 / 0
gates resized: 31 / 1
cloned: 0 / 0
setup endpoints to repair: 4 / 1
pin swaps: 4 / 4
==> critical path, stage by stage <==
cell,delay (ps)
buf_6,90
fa_2,370
inv_2,60
fa_2,190
inv_2,40
fa_2,320
inv_2,60
fa_2,430
inv_2,50
buf_2,90
==> area by class of cell <==
cell class	count	area, um2
fillers	399	3110
inverters	10	37.5
multi-input cells	4	90.1
well taps	46	57.6
repair buffers	14	124
==> final timing paths <==
path	start	endpoint	slack, ps	cells after the start
worst min-delay path	a_i[0]	result_o[0]	1840	3
worst max-delay path	b_i[0]	result_o[3]	-30	10
==> per-layer routing <==
| metal | global-route usage | vias up |
|---|---|---|
| li1 | - | 60 |
| met1 | 0.0234 | 52 |
| met2 | 0.0144 | 14 |
| met3 | 0.00909 | 0 |
| met4 | 0 | 0 |
| met5 | 0 | - |
==> synthesized netlist by cell type <==
cell | instances | area share
fa_1 | 4 | 0.68
inv_1 | 10 | 0.32
==> stage by stage <==
step / TNS, ps / worst slack [ps] / cell area [um2] / hold slack (ps) / utilization
floorplan: 0 / 190 / 118 / 1220 / -
global placement: -1990 / -819 / 315 / 2170 / 0.0923
detailed placement: -2130 / -868 / 315 / 2180 / 0.0923
CTS: -103 / -103 / 303 / 1840 / 0.0886
global route: -92.5 / -92.5 / 309 / 1870 / 0.0905
finish: -28.9 / -28.9 / 309 / 1840 / 0.0905
==> kinds of logic (layout without fill, tap and decap cells) <==
logic type | Yosys count | in the layout | share of synthesized area
adder cells (fa/ha/maj) | 4 | 4 | 0.681
buffers and inverters | 10 | 24 | 0.319
==> power by group <==
group	switching [W]	internal, W	total [W]
clock	0	0	0
sequential	0	0	0
combinational	0.0000172	0.0000315	0.0000487
Power and IR drop assume default switching activity.
